$ cat design/flow/design.v
package Pipe_Buf_Reg_PKG;
  typedef struct packed {
    logic [8:0]  Curr_Pc;
    logic [31:0] Curr_Instr;
  } if_id_reg;
  typedef struct packed {
    logic        ALUSrc;
    logic        MemtoReg;
    logic        RegWrite;
    logic        MemRead;
    logic        MemWrite;
    logic [1:0]  ALUOp;
    logic        Branch;
    logic [8:0]  Curr_Pc;
    logic [31:0] RD_One;
    logic [31:0] RD_Two;
    logic [4:0]  RS_One;
    logic [4:0]  RS_Two;
    logic [4:0]  rd;
    logic [31:0] ImmG;
    logic [2:0]  func3;
    logic [6:0]  func7;
    logic [31:0] Curr_Instr;
    logic        EhJal;
    logic        EhJalr;
  } id_ex_reg;
  typedef struct packed {
    logic        RegWrite;
    logic        MemtoReg;
    logic        MemRead;
    logic        MemWrite;
    logic [31:0] Pc_Imm;
    logic [31:0] Pc_Four;
    logic [31:0] Imm_Out;
    logic [31:0] Alu_Result;
    logic [31:0] RD_Two;
    logic [4:0]  rd;
    logic [2:0]  func3;
    logic [6:0]  func7;
    logic [31:0] Curr_Instr;
    logic        EhJal;
    logic        EhJalr;
  } ex_mem_reg;
  typedef struct packed {
    logic        RegWrite;
    logic        MemtoReg;
    logic [31:0] Pc_Imm;
    logic [31:0] Pc_Four;
    logic [31:0] Imm_Out;
    logic [31:0] Alu_Result;
    logic [31:0] MemReadData;
    logic [4:0]  rd;
    logic [31:0] Curr_Instr;
    logic        EhJal;
    logic        EhJalr;
  } mem_wb_reg;
endpackage
`timescale 1ns / 1ps
module RegFile #(
    parameter DATA_WIDTH = 32,   
    parameter ADDRESS_WIDTH = 5,   
    parameter NUM_REGS = 32
) (
    input clk,   
    input rst,   
    input rg_wrt_en,   
    input  [ADDRESS_WIDTH-1:0] rg_wrt_dest,  
    input [ADDRESS_WIDTH-1:0] rg_rd_addr1,   
    input [ADDRESS_WIDTH-1:0] rg_rd_addr2,   
    input  [DATA_WIDTH-1:0] rg_wrt_data,  
    output logic [DATA_WIDTH-1:0] rg_rd_data1,   
    output logic [DATA_WIDTH-1:0] rg_rd_data2    
);
  integer i;
  logic [DATA_WIDTH-1:0] register_file[NUM_REGS-1:0];
  always @(negedge clk) begin
    if (rst == 1'b1) for (i = 0; i < NUM_REGS; i = i + 1) register_file[i] <= 0;
    else if (rst == 1'b0 && rg_wrt_en == 1'b1) begin
      register_file[rg_wrt_dest] <= rg_wrt_data;
    end
  end
  assign rg_rd_data1 = register_file[rg_rd_addr1];
  assign rg_rd_data2 = register_file[rg_rd_addr2];
endmodule
$ cat design/flow/run.sh
#!/bin/bash
# OpenROAD 26Q1-2900-gdf79404cd8, Yosys 0.63+post, stock flow scripts
make -C /OpenROAD-flow-scripts/flow DESIGN_CONFIG=/design/flow/config.mk WORK_HOME=/design/flow/orfs finish
$ cat design/flow/config.mk
export PLATFORM = sky130hd
export DESIGN_NAME = RegFile
export DESIGN_NICKNAME = RegFile
export VERILOG_FILES = /design/flow/design.v
export SDC_FILE = /design/flow/constraint.sdc
export NUM_CORES = 4
export LEC_CHECK = 1
export CORE_UTILIZATION = 40
$ cat design/flow/constraint.sdc
current_design RegFile

set clk_period 15.5
set clk_io_pct 0.2

create_clock -name clk0 -period $clk_period [get_ports {clk}]

set non_clock_inputs [all_inputs -no_clocks]
set_input_delay [expr $clk_period * $clk_io_pct] -clock clk0 $non_clock_inputs
set_output_delay [expr $clk_period * $clk_io_pct] -clock clk0 [all_outputs]
==> summary.txt <==
Class of the most critical hold timing path = input port to primary output
Main kind of combinational logic by area = multiplexers
Full die area = 142,000 sq um
TritonCTS clock tree = built
Largest buffer count on any clock path = 3
Post-route ant nets = 0
Routability Congestion = 0.921
Yosys stat cell total = 4,641
# clock sinks = 1,024
Arrival time at the worst endpoint = 10.60 ns
Dominant cell area share = 54.7%
Area share of xor/xnor cells in the synthesized design = 0%
Final critical-path setup slack = 1.80 ns
CTS HTree Levels = 3
Vertical extent of the die = 377 um
Synth Area in Adders = 0%
Global-route wire length before repair = 279 mm
Overall Power = 8090 uW
Cell taking the most area after synthesis = sky130_fd_sc_hd__edfxtp_1
Cells traversed along the worst timing path = mux2i_1 -> a22o_1 -> nor3_1 -> a31oi_1 -> nand3_1 -> clkdlybuf4s50_1
Setup total negative slack = 0 ns
Antenna violations before repair = 10
Transition time at the pin with the least slew margin = 0.937 ns
Floorplan row count = 137
Top reg by flops = register_file
Port Buffers = 113
Number of optimization iterations in the first detailed-route pass = 5
Drt drc = 0
Cell with the largest stage delay on the worst path = sky130_fd_sc_hd__nor3_1
Log Warnings = 1,027
WP data required = 12.40 ns
Post-synthesis chip area from yosys = 56,200 sq um
Endpoint with the worst hold slack = rg_rd_data1[18]
Wire length per cell = 25.6 um
Post-synthesis mux area share = 18.2%
Hold_sp = rg_rd_addr1[1]
Registers with the most flip-flops = register_file (1024)
Most frequent cells after synthesis = sky130_fd_sc_hd__and2_1 (1,026), sky130_fd_sc_hd__edfxtp_1 (1,024), sky130_fd_sc_hd__mux2i_1 (1,024), sky130_fd_sc_hd__clkbuf_1 (247), sky130_fd_sc_hd__nand2_1 (196)
Max-slew violation total from the final report = 0
Hold Crit Depth = 6
Internal power = 5660 uW
Sequential cell fraction of total power = 40.8%
Instance tally after logic synthesis = 4,641
Switching part of the total power = 30.0%
Gate power share = 9.8%
Synthesized area divided by synthesized cell count = 12.1 sq um
Library cell with the highest instance count after synthesis = sky130_fd_sc_hd__and2_1
Post-synth tally of flip-flops with integrated enable = 1,024
Worst Setup Slack post-DPL = 1.26 ns
Cells after DPL = 6,345
Unrepaired setup endpoints after global routing = false
Critical Path Source Type = register
Outcome = finished clean
Remaining global-route overflow = 0
Ao+oa area frac = 6.98%
Hold Buf Count CTS = 0
Yosys simple share = 16.1%
Final count of hold timing violations = 0
Vias per std cell = 5.47
Largest cells by area = sky130_fd_sc_hd__edfxtp_1 (55%), sky130_fd_sc_hd__mux2i_1 (18%), sky130_fd_sc_hd__and2_1 (11%), sky130_fd_sc_hd__a22oi_1 (2.6%), sky130_fd_sc_hd__a22o_1 (2.0%)
Post_cts resized = 0
Number of global-route vias before repair = 44.6k
Share of async-settable or async-resettable flops after synthesis = 0%
Largest incremental delay on the critical path = 0.54 ns
Total detailed-routing wirelength = 195 mm
Cts bufs inserted = 118
Number of post-CTS setup repair buffers = 0
Final standard cell utilization of the core = 48.0%
Area of the core = 140,000 sq um
Endpoint type of the worst setup path = primary output
Net switching component of the power = 2430 uW
Clk pin slew, worst setup/hold paths = 0.03 ns
Peak supply drop = 0.0000935 V
Boundary Pins = 114
Synth-to-layout area growth = 19.2%
Setup-failing EPs final = 0
Synth Register Bits = 1,024
Post-layout instance count excluding filler cells = 7,592
Clock Root Buffer = sky130_fd_sc_hd__clkbuf_16
Total power divided by cell area = 121 nW/um^2
Static power due to leakage = 0.0299 uW
Core utilization before placement = 40.3%
Count of max-cap constraint violations = 0
Number of flip-flops under the largest register name = 1,024
Number of different library cells in the post-synthesis netlist = 31
Setup crit start = register_file[0][28]
Critical path class = register to primary output
Chip Width = 377 um
Total Routing Usage GR = 29.3%
Maximum number of pins on one net before global-route repair = 84
Cell area after technology mapping = 56,200 sq um
Commonest register cell after synthesis = sky130_fd_sc_hd__edfxtp_1
Sequential cell area fraction in the yosys report = 54.7%
Number of violations reported at the end of detailed-routing iteration 0 = 2,709
Warnings, synthesis = 1
Fraction of power consumed by the clock network = 49.4%
Biggest fanout along the worst timing path = 2
Largest delay share family, worst path = simple AND/OR/NAND/NOR gates
Detailed placer's ending HPWL = 111 mm
Share of post-route cells with drive strength above 1 = 7.60%
Number of buffer and inverter instances along the worst setup path = 1
Max-slew headroom = 37.5%
Count of vias placed by the detailed router = 41.5k
## routing by layer
metal	GRT usage, %	up-vias	routed length (um)
met2	43.0	2104	90900
met5	0.446	-	73
met1	35.0	20049	71400
met3	17.3	415	24100
li1	-	18948	-
met4	13.7	8	8010
## power groups by stage
stage                 Clock, uW  Sequential, uW  Combinational (uW)
after global routing       4410            3310                 837
after CTS                  4110            3300                 787
final                      3990            3300                 792
## how the worst max path moves through the flow
stage                      to  slack (ns)  cells after the start
CTS           rg_rd_data1[28]        1.73                      6
global route  rg_rd_data2[28]        1.68                      6
finish        rg_rd_data1[28]        1.80                      6
## area by class of cell
| type | instances | area [sq um] |
|---|---|---|
| well taps | 1876 | 2350 |
| repair buffers | 276 | 2490 |
| clock buffers | 119 | 2980 |
| flip-flops and latches | 1024 | 30700 |
| clock inverters | 1127 | 4990 |
| multi-input cells | 3168 | 23400 |
| fillers | 12161 | 72500 |
| diodes | 2 | 5.00 |
## metrics by stage
step	hold slack, ns	cell area (sq um)
floorplan	6.46	56200
global placement	7.46	59000
detailed placement	7.46	59000
CTS	7.46	67000
global route	7.52	67000
finish	7.44	67000
## worst min-delay path, stage by stage
cell	delay [ns]
sky130_fd_sc_hd__buf_8	0.28
sky130_fd_sc_hd__mux2i_1	0.20
sky130_fd_sc_hd__nand2_1	0.06
sky130_fd_sc_hd__nand3_1	0.06
sky130_fd_sc_hd__nand3_1	0.14
sky130_fd_sc_hd__clkdlybuf4s50_1	0.48
## cells by family (layout without fill, tap and decap cells)
kind of cell           Yosys count  in the layout
AND/OR/NAND/NOR               1568           1568
multiplexers                  1024           1024
flip-flops                    1024           1024
AND-OR/OR-AND                  576            576
buffers and inverters          449           1522
other                            0              2
## layout by cell type (no fill, tap or decap), types with 2 or more instances in the layout
master / instances
sky130_fd_sc_hd__or3b_4: 2
sky130_fd_sc_hd__a22o_1: 128
sky130_fd_sc_hd__and2_1: 1024
sky130_fd_sc_hd__bufinv_16: 24
sky130_fd_sc_hd__nand2b_2: 4
sky130_fd_sc_hd__nand3b_1: 3
sky130_fd_sc_hd__nor2_1: 2
sky130_fd_sc_hd__a21oi_1: 192
sky130_fd_sc_hd__or2_2: 34
sky130_fd_sc_hd__nand2_2: 2
sky130_fd_sc_hd__nor2b_4: 4
sky130_fd_sc_hd__nand2_1: 194
sky130_fd_sc_hd__buf_12: 10
sky130_fd_sc_hd__nand3_1: 193
sky130_fd_sc_hd__mux2i_1: 1024
sky130_fd_sc_hd__clkbuf_16: 119
sky130_fd_sc_hd__nor3_1: 64
sky130_fd_sc_hd__edfxtp_1: 1024
sky130_fd_sc_hd__buf_4: 153
sky130_fd_sc_hd__inv_1: 1062
sky130_fd_sc_hd__nor2_8: 2
sky130_fd_sc_hd__buf_8: 2
sky130_fd_sc_hd__diode_2: 2
sky130_fd_sc_hd__a22oi_1: 192
sky130_fd_sc_hd__clkdlybuf4s50_1: 111
sky130_fd_sc_hd__nor2_4: 32
sky130_fd_sc_hd__inv_6: 5
sky130_fd_sc_hd__a31oi_1: 64
sky130_fd_sc_hd__inv_4: 4
sky130_fd_sc_hd__clkinvlp_2: 28
sky130_fd_sc_hd__and2_4: 2
Power figures rest on the tool's default switching activity, not on a simulated workload.
