File: run.sh
#!/bin/bash
# OpenROAD 26Q1-2900-gdf79404cd8, Yosys 0.63+post, stock flow scripts
make -C /OpenROAD-flow-scripts/flow DESIGN_CONFIG=/design/flow/config.mk WORK_HOME=/design/flow/orfs finish
File: config.mk
export PLATFORM = sky130hd
export DESIGN_NAME = alu
export DESIGN_NICKNAME = alu
export VERILOG_FILES = /design/flow/design.v
export SDC_FILE = /design/flow/constraint.sdc
export NUM_CORES = 4
export LEC_CHECK = 1
export CORE_UTILIZATION = 30
File: constraint.sdc
current_design alu

set clk_period 19.1
set clk_io_pct 0.2

create_clock -name clk0 -period $clk_period

set non_clock_inputs [all_inputs -no_clocks]
set_input_delay [expr $clk_period * $clk_io_pct] -clock clk0 $non_clock_inputs
set_output_delay [expr $clk_period * $clk_io_pct] -clock clk0 [all_outputs]
File: design.v
package Pipe_Buf_Reg_PKG;
  typedef struct packed {
    logic [8:0]  Curr_Pc;
    logic [31:0] Curr_Instr;
  } if_id_reg;
  typedef struct packed {
    logic        ALUSrc;
    logic        MemtoReg;
    logic        RegWrite;
    logic        MemRead;
    logic        MemWrite;
    logic [1:0]  ALUOp;
    logic        Branch;
    logic [8:0]  Curr_Pc;
    logic [31:0] RD_One;
    logic [31:0] RD_Two;
    logic [4:0]  RS_One;
    logic [4:0]  RS_Two;
    logic [4:0]  rd;
    logic [31:0] ImmG;
    logic [2:0]  func3;
    logic [6:0]  func7;
    logic [31:0] Curr_Instr;
    logic        EhJal;
    logic        EhJalr;
  } id_ex_reg;
  typedef struct packed {
    logic        RegWrite;
    logic        MemtoReg;
    logic        MemRead;
    logic        MemWrite;
    logic [31:0] Pc_Imm;
    logic [31:0] Pc_Four;
    logic [31:0] Imm_Out;
    logic [31:0] Alu_Result;
    logic [31:0] RD_Two;
    logic [4:0]  rd;
    logic [2:0]  func3;
    logic [6:0]  func7;
    logic [31:0] Curr_Instr;
    logic        EhJal;
    logic        EhJalr;
  } ex_mem_reg;
  typedef struct packed {
    logic        RegWrite;
    logic        MemtoReg;
    logic [31:0] Pc_Imm;
    logic [31:0] Pc_Four;
    logic [31:0] Imm_Out;
    logic [31:0] Alu_Result;
    logic [31:0] MemReadData;
    logic [4:0]  rd;
    logic [31:0] Curr_Instr;
    logic        EhJal;
    logic        EhJalr;
  } mem_wb_reg;
endpackage
`timescale 1ns / 1ps
module alu#(
        parameter DATA_WIDTH = 32,
        parameter OPCODE_LENGTH = 4
        )
        (
        input logic [DATA_WIDTH-1:0]    SrcA,
        input logic [DATA_WIDTH-1:0]    SrcB,
        input logic [OPCODE_LENGTH-1:0]    Operation,
        output logic[DATA_WIDTH-1:0] ALUResult
        );
        always_comb
        begin
            case(Operation)
            4'b0000:         
                    ALUResult = SrcA & SrcB;
            4'b0001:         
                    ALUResult = SrcA | SrcB;
            4'b1010:         
                    ALUResult = SrcA ^ SrcB;
            4'b0010:         
                    ALUResult = SrcA + SrcB;
            4'b0011:
                    ALUResult = SrcA - SrcB;
            4'b0100:         
                    ALUResult = SrcA << SrcB[4:0];
            4'b0101:         
                    ALUResult = SrcA >> SrcB[4:0];
            4'b0111:         
                    ALUResult = $signed(SrcA) >>> SrcB[4:0];
            4'b1000:         
                    ALUResult = (SrcA == SrcB) ? 1 : 0;
            4'b1100:         
                    ALUResult = $signed(SrcA) < $signed(SrcB);
            default:
                    ALUResult = 0;
            endcase
        end
endmodule
==> impl_results.rst <==
Metrics
=======

.. list-table::
   :header-rows: 1

   * - Metric
     - Value
   * - VDD IR-drop max
     - 0.009728 mV
   * - Wire length per cell
     - 24.60 um
   * - Area fraction of the dominant cell type after synthesis
     - 14.61%
   * - Leakage power total
     - 3.869 nW
   * - Achievable clock frequency
     - 82.30 MHz
   * - Critical Path Start Type
     - input pin
   * - Layout-stage area growth over the synthesis result
     - 13.86%
   * - Number of max-cap violations
     - 0
   * - Flop count
     - 0
   * - Fraction of layout cells with a size suffix above 1
     - 5.926%
   * - Tightest Pin Transition
     - 867.8 ps
   * - Antenna-violating nets left
     - 0
   * - Register area
     - 0 um2
   * - # clk buffers
     - 0
   * - Xor/xnor share
     - 2.003%
   * - Resize count post-CTS
     - 0
   * - Required time reported for the critical path endpoint
     - 15,280 ps
   * - Logic family by area
     - AND-OR/OR-AND gates
   * - Total I/O pin count
     - 100
   * - Cell Pwr Density
     - 30.05 nW/um2
   * - Site Rows
     - 60
   * - # placed instances
     - 1,674
   * - Basic-gate share of the synthesized area counting and, or, nand and nor cells
     - 23.09%
   * - Worst hold-check path type
     - in -> out
   * - Number of search-and-repair iterations in the first detailed-routing pass
     - 6
   * - Number of global-route vias before repair
     - 9,531
   * - Post-Syn Area
     - 8307 um2
   * - Diodes inserted
     - 0
   * - Hold buffer count at CTS
     - 0
   * - Routability cong.
     - 1.068
   * - Category of the critical setup timing path
     - in -> out
   * - Fin crit period
     - 12,150 ps
   * - Count of pins over their slew limit
     - 0
   * - Worst setup path startpoint
     - SrcB[2]
   * - Iteration-0 DRC count of the detailed router
     - 1,163
   * - Count of port buffers added during placement
     - 100
   * - WL final
     - 41.18 mm
   * - Worst setup endpoint
     - ALUResult[28]
   * - Multiplexer fraction of the synthesized cell area
     - 13.47%
   * - Setup Buffers After CTS
     - 0
   * - Drc violations
     - 0
   * - Post-DP HPWL
     - 32.89 mm
   * - Top cell type by total area after synthesis
     - sky130_fd_sc_hd__ha_1
   * - Number of hold violations in the final report
     - 0
   * - Tool warnings
     - 97
   * - Yosys top cell by instances
     - sky130_fd_sc_hd__nor2_1
   * - Ranking of synthesized cells by instance count
     - sky130_fd_sc_hd__nor2_1, sky130_fd_sc_hd__a21oi_1, sky130_fd_sc_hd__o21ai_0
   * - Max-Slew Margin vs Limit
     - 41.93%
   * - Overall die area
     - 28,360 um2
   * - Total grt overflow
     - 0
   * - Antenna violations before repair
     - 0
   * - Hold Path Stages
     - 5
   * - Total via count in the routed design
     - 10,420
   * - Post-route clock period utilization
     - 63.62%
   * - Adder and majority gate portion of the synthesized area
     - 15.09%
   * - Area reported by Yosys stat
     - 8307 um2
   * - Total GRT Usage
     - 29.03%
   * - Yosys cell count
     - 1,317
   * - Fin Setup TNS
     - 0 ps
   * - Number of setup violations in the final report
     - 0
   * - Unique masters post-synth
     - 72
   * - Synthesis Warnings
     - 1
   * - Synth Seq Share
     - 0%
   * - Area contributors post-synth
     - sky130_fd_sc_hd__ha_1, sky130_fd_sc_hd__a21oi_1, sky130_fd_sc_hd__nor2_1, sky130_fd_sc_hd__o21ai_0, sky130_fd_sc_hd__mux2i_1
   * - X dimension of the die
     - 168.4 um
   * - Global-route wire length before repair
     - 60.89 mm
   * - Synth Instances
     - 1,317
   * - Result of the run
     - completed
   * - Capturing element type of the critical path
     - primary output
   * - Vertical die dimension
     - 168.4 um
   * - Non-filler instance count after layout
     - 1,674
   * - Crit-path max FO
     - 64
   * - RSZ-0062 raised after global routing
     - no
   * - Pin count of the biggest net entering global routing
     - 77
   * - Vias/cell
     - 6.223
   * - Data arrival time of the critical path
     - 8330 ps
   * - Compound-cell area share of the yosys netlist
     - 36.71%
   * - Floorplan core density
     - 30.74%
   * - Core footprint
     - 27,030 um2
   * - Post-synthesis area per instance
     - 6.307 um2
   * - Hold slack
     - 8733 ps
[kinds of logic (layout without fill, tap and decap cells)]
group / Yosys count / after routing
AOI/OAI and AO/OA: 480 / 480
and+or+nand+nor: 429 / 429
buffers and inverters: 207 / 223
adders and majority gates: 99 / 99
muxes: 83 / 83
xor gates and xnor gates: 19 / 19
[through the flow]
step | power (W) | area [um2] | util, % | setup WS, ps
after floorplan | 0.0001699 | 8307 | - | 8103
after global placement | 0.0002795 | 9458 | 35.00 | 7166
after detailed placement | 0.0002759 | 9458 | 35.00 | 7079
after CTS | 0.0002776 | 9458 | 35.00 | 7043
after global routing | 0.0003061 | 9458 | 35.00 | 6720
final | 0.0002843 | 9458 | 35.00 | 6949
[cell type report]
cell class / count / area [um2]
multi-input combinational: 1110 / 7513
fill: 2938 / 17570
inverter: 101 / 379.1
timing repair buffer: 122 / 1139
tap: 341 / 426.7
[power breakdown]
group	leakage (nW)	switching, W	internal, W
Combinational	3.87	0.000177	0.000108
Sequential	0	0	0
Clock	0	0	0
Total	3.87	0.000177	0.000108
[routing by layer]
layer,global-route usage [%],vias to the layer above,routed length [um]
met1,43.45,4905,18280
met5,0,-,0
li1,-,4851,-
met2,43.97,596,17880
met4,6.680,0,1032
met3,4.166,66,3984
[worst min-delay path by stage]
stage	endpoint	slack [ps]	from
final	ALUResult[28]	8730	Operation[0]
after CTS	ALUResult[28]	8720	Operation[0]
after global routing	ALUResult[28]	8790	Operation[0]
[cells in the final DEF, fill, tap and decap left out, drive strengths merged, types with 4 or more instances in the layout]
| cell | count |
|---|---|
| nor3 | 37 |
| mux2i | 51 |
| a2111oi | 11 |
| o31ai | 18 |
| a22oi | 5 |
| xor2 | 7 |
| mux2 | 10 |
| o21a | 7 |
| a31oi | 21 |
| o211ai | 31 |
| ha | 97 |
| xnor2 | 12 |
| o221ai | 10 |
| nand2b | 13 |
| a211oi | 37 |
| o311ai | 4 |
| nand4 | 6 |
| o21bai | 9 |
| nand2 | 117 |
| o22ai | 8 |
| clkdlybuf4s50 | 94 |
| a21oi | 141 |
| nand3 | 34 |
| mux4 | 22 |
| or4 | 5 |
| o21ai | 120 |
| buf | 28 |
| and2 | 10 |
| or3 | 8 |
| nor2 | 165 |
| o2111ai | 6 |
| and3 | 4 |
| or2 | 4 |
| a21o | 9 |
| inv | 100 |
| a211o | 6 |
| nor2b | 10 |
| a221oi | 9 |
| nor4 | 8 |
[worst max-delay path, stage by stage]
cell and delay, ps:
sky130_fd_sc_hd__buf_2 80, sky130_fd_sc_hd__buf_4 500, sky130_fd_sc_hd__inv_2 40, sky130_fd_sc_hd__buf_4 320, sky130_fd_sc_hd__ha_1 540, sky130_fd_sc_hd__o21bai_1 180, sky130_fd_sc_hd__a2111oi_0 750, sky130_fd_sc_hd__nor3_1 180
sky130_fd_sc_hd__nor2_1 330, sky130_fd_sc_hd__o211ai_1 200, sky130_fd_sc_hd__a31oi_1 210, sky130_fd_sc_hd__mux2_2 350, sky130_fd_sc_hd__o221ai_1 270, sky130_fd_sc_hd__clkdlybuf4s50_1 530
No activity file was given, so power comes from the tool's default toggle rates.
