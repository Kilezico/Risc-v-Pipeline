### ./run.sh
#!/bin/bash
# OpenROAD 26Q1-2900-gdf79404cd8, Yosys 0.63+post, stock flow scripts
make -C /OpenROAD-flow-scripts/flow DESIGN_CONFIG=/design/flow/config.mk WORK_HOME=/design/flow/orfs finish
### ./config.mk
export PLATFORM = sky130hd
export DESIGN_NAME = BranchUnit
export DESIGN_NICKNAME = BranchUnit
export VERILOG_FILES = /design/flow/design.v
export SDC_FILE = /design/flow/constraint.sdc
export NUM_CORES = 4
export LEC_CHECK = 1
export CORE_AREA = 10 10 111 111
export DIE_AREA = 0 0 121 121
### ./constraint.sdc
current_design BranchUnit

set clk_period 8.1
set clk_io_pct 0.2

create_clock -name clk0 -period $clk_period

set non_clock_inputs [all_inputs -no_clocks]
set_input_delay [expr $clk_period * $clk_io_pct] -clock clk0 $non_clock_inputs
set_output_delay [expr $clk_period * $clk_io_pct] -clock clk0 [all_outputs]
### ./design.v
package Pipe_Buf_Reg_PKG;
  typedef struct packed {
    logic [8:0]  Curr_Pc;
    logic [31:0] Curr_Instr;
  } if_id_reg;
  typedef struct packed {
    logic        ALUSrc;
    logic        MemtoReg;
    logic        RegWrite;
    logic        MemRead;
    logic        MemWrite;
    logic [1:0]  ALUOp;
    logic        Branch;
    logic [8:0]  Curr_Pc;
    logic [31:0] RD_One;
    logic [31:0] RD_Two;
    logic [4:0]  RS_One;
    logic [4:0]  RS_Two;
    logic [4:0]  rd;
    logic [31:0] ImmG;
    logic [2:0]  func3;
    logic [6:0]  func7;
    logic [31:0] Curr_Instr;
    logic        EhJal;
    logic        EhJalr;
  } id_ex_reg;
  typedef struct packed {
    logic        RegWrite;
    logic        MemtoReg;
    logic        MemRead;
    logic        MemWrite;
    logic [31:0] Pc_Imm;
    logic [31:0] Pc_Four;
    logic [31:0] Imm_Out;
    logic [31:0] Alu_Result;
    logic [31:0] RD_Two;
    logic [4:0]  rd;
    logic [2:0]  func3;
    logic [6:0]  func7;
    logic [31:0] Curr_Instr;
    logic        EhJal;
    logic        EhJalr;
  } ex_mem_reg;
  typedef struct packed {
    logic        RegWrite;
    logic        MemtoReg;
    logic [31:0] Pc_Imm;
    logic [31:0] Pc_Four;
    logic [31:0] Imm_Out;
    logic [31:0] Alu_Result;
    logic [31:0] MemReadData;
    logic [4:0]  rd;
    logic [31:0] Curr_Instr;
    logic        EhJal;
    logic        EhJalr;
  } mem_wb_reg;
endpackage
`timescale 1ns / 1ps
module BranchUnit #(
    parameter PC_W = 9
) (
    input logic [PC_W-1:0] Cur_PC,
    input logic [31:0] Imm,
    input logic Branch,
    input logic [31:0] AluResult,
    output logic [31:0] PC_Imm,
    output logic [31:0] PC_Four,
    output logic [31:0] BrPC,
    output logic PcSel,
    input logic EhJAL,
    input logic EhJALR,
    input logic [2:0] Funct3
);
  logic Branch_Sel;
  logic [31:0] PC_Full;
  assign PC_Full = {23'b0, Cur_PC};
  assign PC_Imm = PC_Full + Imm;
  assign PC_Four = PC_Full + 32'd4;
  always_comb begin
    case(Funct3)
        3'b000: Branch_Sel = Branch && AluResult[0];  
        3'b001: Branch_Sel = Branch && !AluResult[0];  
        3'b100: Branch_Sel = Branch && AluResult[0];  
        3'b101: Branch_Sel = Branch && !AluResult[0];  
        default: Branch_Sel = 0;  
    endcase
  end
  always_comb begin
    if (EhJAL) begin
        BrPC = PC_Imm;   
        PcSel = 1;
    end else if (EhJALR) begin
        BrPC = AluResult & ~32'd1;  
        PcSel = 1;
    end else if (Branch_Sel) begin
        BrPC = PC_Imm;  
        PcSel = 1;
    end else begin
        BrPC = 0;  
        PcSel = 0;
    end
  end
endmodule
==> impl_metrics.yaml <==
# flow metrics
worst_hold_path:
  min-delay-start: "Cur_PC[0]"
  hold_class: "in2out"
  holdPathStages: 2
  min_to: "PC_Four[0]"
clocking:
  cts-hold-fix-buffers: 0
  cts_setup_buffers: 0
  ctsResizeCount: 0
run_status:
  status: "completed"
setup_path:
  crit_path_start_kind: "primary input"
  crit_start: "Imm[13]"
  cpPeakStageDelay_ns: 0.83
  crit_chain: "clkdlybuf4s50_1 > nand4_2 > or4_1 > or3_1 > o211ai_2 > a22o_1 > clkdlybuf4s50_1"
  critPathSlowestCell: "or4_1"
  path_buffers: 2
  cp_max_fo: 15
  crit_type: "in2out"
  cp_top_family: "simple AND/OR/NAND/NOR gates"
  cp.depth: 7
  end_kind: "output pin"
  cp_common_cell: "clkdlybuf4s50_1"
  worstPathRequired_ns: 6.48
  arrival_ns: 4.55
routing:
  n_antenna_cell: 0
  ant_nets: 0
  firstDrtPassIters: 4
  postRouteWirelength_um: 10200
  route.detailed.drc: 0
  via_per_inst: 5.03
  wl_per_cell_um: 17.0
  vias: 3007
  drt_iter0_markers: 156
yosys:
  yosys_area_sq_um: 2220
  yosys-top-cells-count: "30 x nand2_1, 25 x buf_4, 25 x xnor2_1"
  yosysWarningCount: 1
  avgSynthCellArea_sq_um: 6.58
  synthesis.area_sq_um: 2220
  top_area_cell: "xnor2_1"
  synth_seq_share_pct: 0
  most_common_cell: "nand2_1"
  synth_cell_types: 54
  syn-instance-count: 337
  top_cell_area_share_pct: 9.87
  area_leaders: "xnor2_1 9.9%, buf_4 8.5%, ha_1 5.6%"
  yosysCellCount: 337
layout:
  design_area_sq_um: 3760
  synthToLayoutAreaGrowth_pct: 69.6
  flops: 0
  regArea_sq_um: 0
  fillers: 990
  layout-drive-gt1-share_pct: 3.01
  logic_area_sq_um: 1990
  n_clock_buffer: 0
floorplanning:
  die_area_sq_um: 14600
  core_area_sq_um: 9860
  die_w_um: 121
  die_h_um: 121
  row_count: 36
  io_pins: 176
  floorplan.core_util_pct: 22.5
place:
  dpl_worst_slack_ns: 1.92
  gp_congestion: 0.942
  numPortBuffers: 153
  hpwlAfterDp_um: 8340
  place_area_sq_um: 3760
power_and_ir_drop:
  leakagePower_nw: 1.38
  p_total_mw: 0.229
  powerDensity_nw_per_um2: 61.0
  irDropWorstVdd_mv: 0.0316
global_routing:
  grt_overflow: 0
  grt_pass1_wl_um: 15800
  grt_max_degree: 48
  antenna_found_initial: 0
  grt_pass1_vias: 2961
  grt_usage_pct: 12.9
timing:
  rsz0062_at_grt: "false"
  finalClockPeriodUsage_pct: 76.2
  finalHoldViolations: 0
  max_freq_ghz: 0.162
  setup_viol: 0
  fin_setup_tns_ns: 0
  slew_headroom_pct: 46.7
  setup_slack_ns: 1.93
  tightestPinTransition_ns: 0.796
  hold_ws_ns: 4.10
  slew_violations: 0
  final.min_clock_period_ns: 6.17
flow_run:
  warnings: 33
  maxCapViolations: 0
==> layout by cell type (no fill, tap or decap), types with 2 or more instances in the layout <==
| master | synthesis | routed |
|---|---|---|
| clkdlybuf4s50_1 | 0 | 153 |
| nand2_1 | 30 | 30 |
| xnor2_1 | 25 | 25 |
| conb_1 | 1 | 22 |
| nand3_1 | 21 | 21 |
| o21ai_0 | 21 | 21 |
| nor3_1 | 19 | 19 |
| a21oi_1 | 17 | 17 |
| a22o_1 | 12 | 12 |
| nor2_1 | 11 | 11 |
| nand4b_1 | 10 | 10 |
| o211ai_1 | 10 | 10 |
| a32oi_1 | 10 | 10 |
| ha_1 | 10 | 10 |
| xor2_1 | 8 | 8 |
| buf_4 | 25 | 8 |
| nand4_1 | 7 | 7 |
| and3_1 | 6 | 6 |
| o21bai_1 | 6 | 6 |
| inv_1 | 5 | 5 |
| a32o_1 | 5 | 5 |
| and4_1 | 4 | 4 |
| or3_1 | 4 | 4 |
| or4_1 | 3 | 3 |
| and2_1 | 3 | 3 |
| nor4_1 | 3 | 3 |
| a21o_1 | 2 | 2 |
| nor2b_1 | 3 | 2 |
| nand2b_1 | 2 | 2 |
| o311ai_0 | 2 | 2 |
| o211a_1 | 2 | 2 |
==> how the worst max path moves through the flow <==
stage                       to
after CTS             BrPC[24]
after global routing  BrPC[30]
final                 BrPC[24]
==> kinds of logic after synthesis <==
group | Yosys count | synth area share, %
xor gates and xnor gates | 33 | 13.0
other | 1 | 0.169
AOI/OAI and AO/OA | 103 | 33.5
adders and majority gates | 11 | 6.54
and+or+nand+nor | 130 | 32.3
buffers and inverters | 59 | 14.5
==> layout make-up <==
class	count	share of cell area, %
well taps	133	4.42
repair buffers	161	42.3
inverters	5	0.499
multi-input cells	299	52.8
==> metrics by stage <==
step | util [%] | cells
floorplan | - | 358
global placement | 38.1 | 598
detailed placement | 38.1 | 598
CTS | 38.1 | 598
global route | 38.1 | 598
finish | 38.1 | 598
==> power by group <==
part | total, mW | internal, mW | switching [mW]
combinational | 0.229 | 0.141 | 0.0887
sequential | 0 | 0 | 0
clock | 0 | 0 | 0
total | 0.229 | 0.141 | 0.0887
==> per-layer routing <==
layer | up-vias | wire [um] | global-route usage (%)
met2 | 142 | 4790 | 22.0
met5 | - | 0 | 0
met3 | 10 | 923 | 3.02
met1 | 1359 | 4300 | 16.4
li1 | 1496 | - | -
met4 | 0 | 160 | 1.73
Power and IR drop assume default switching activity.
